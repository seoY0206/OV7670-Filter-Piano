--- design.v ---
`timescale 1ns / 1ps
module cam_maple_filter (
    input  logic       clk,
    input  logic       reset,
    input  logic       v_sync,
    input  logic       DE,
    input  logic [9:0] x,
    input  logic [9:0] y,
    input  logic [3:0] cam_r,
    input  logic [3:0] cam_g,
    input  logic [3:0] cam_b,
    output logic [3:0] out_r,
    output logic [3:0] out_g,
    output logic [3:0] out_b
);
    logic [9:0] snow_timer;
    logic [9:0] slow_timer;
    logic v_sync_d;
    logic [15:0] rand_big_q;
    logic [6:0] x_scaled = x[9:3];
    logic [6:0] y_scaled = y[9:3];
    logic [9:0] y_scaled_full = {3'b0, y_scaled};
    logic [3:0] speed_offset = rand_big_q[3:0];
    logic [9:0] varied_timer = slow_timer + {6'b0, speed_offset};
    logic [15:0] rand_big_next;
    logic falling_petal = (rand_big_q[6:0] == 0);
    assign rand_big_next = (({3'b0, x_scaled} - varied_timer) * 73) + ((y_scaled_full - varied_timer) * 97);
    always_ff @(posedge clk or posedge reset) begin
        if (reset) begin
            snow_timer <= 0;
            v_sync_d   <= 0;
            rand_big_q <= 0;
            slow_timer <= 0;
        end else begin
            v_sync_d <= v_sync;
            if (DE) begin
                rand_big_q <= rand_big_next;
            end
            if (v_sync && !v_sync_d) begin
                snow_timer <= snow_timer + 1;
                if (snow_timer[2:0] == 3'b000) begin
                    slow_timer <= slow_timer + 1;
                end
            end
        end
    end
    localparam TREE_X1 = 550;
    localparam TREE_X2 = 70;
    localparam TREE_Y = 190;
    localparam SCALE = 4;
    bit [11:0] C_TRUNK = 12'h421;
    bit [11:0] C_YEL = 12'hFE0;
    bit [11:0] C_ORG = 12'hFA0;
    bit [11:0] C_RED = 12'hD40;
    function automatic bit [11:0] draw_maple_pixel(input int dx, input int dy);
        bit [11:0] p = 12'h000;
        if (dx < 0 || dx >= 16 || dy < 0 || dy >= 16) return 12'h000;
        if (dx >= 7 && dx <= 8 && dy >= 10 && dy <= 14) p = C_TRUNK;
        if (dy == 15 && dx >= 6 && dx <= 9) p = C_TRUNK;
        if ((dx == 6 && dy == 10) || (dx == 5 && dy == 9)) p = C_TRUNK;
        if ((dx == 9 && dy == 10) || (dx == 10 && dy == 9)) p = C_TRUNK;
        if (dy >= 1 && dy <= 3 && dx >= 5 && dx <= 10) p = C_YEL;
        if (dy == 2 && (dx == 4 || dx == 11)) p = C_YEL;
        if (dy == 4 && dx >= 6 && dx <= 9) p = C_YEL;
        if (dy >= 4 && dy <= 8 && dx >= 3 && dx <= 12) begin
            if (p != C_YEL) p = C_ORG;
        end
        if (dy == 5 && (dx == 2 || dx == 13)) p = C_ORG;
        if (dy >= 9 && dy <= 11 && dx >= 4 && dx <= 11) begin
            if (p != C_TRUNK) p = C_RED;
        end
        if (dy == 8 && (dx == 3 || dx == 12)) p = C_RED;
        if ((dx == 5 && dy == 7) || (dx == 10 && dy == 7)) p = C_RED;
        if (dx == 13 && dy == 3) p = C_YEL;
        if (dx == 2 && dy == 4) p = C_ORG;
        if (dx == 1 && dy == 6) p = C_RED;
        if (dx == 14 && dy == 7) p = C_RED;
        return p;
    endfunction
    int dx, dy;
    bit [11:0] tree_color;
    logic is_tree_pixel;
    always_comb begin
        tree_color = 12'h000;
        is_tree_pixel = 0;
        dx = 0;
        dy = 0;
        if (y >= TREE_Y && y < TREE_Y + (16 * SCALE)) begin
            if (x >= TREE_X1 && x < TREE_X1 + (16 * SCALE)) begin
                dx = (x - TREE_X1) / SCALE;
                dy = (y - TREE_Y) / SCALE;
                tree_color = draw_maple_pixel(dx, dy);
            end else if (x >= TREE_X2 && x < TREE_X2 + (16 * SCALE)) begin
                dx = (x - TREE_X2) / SCALE;
                dy = (y - TREE_Y) / SCALE;
                tree_color = draw_maple_pixel(dx, dy);
            end
        end
        if (tree_color != 12'h000) is_tree_pixel = 1;
    end
    always_comb begin
        if (!DE) begin
            out_r = 0;
            out_g = 0;
            out_b = 0;
        end else if (is_tree_pixel) begin
            out_r = tree_color[11:8];
            out_g = tree_color[7:4];
            out_b = tree_color[3:0];
        end else if (falling_petal) begin
            if (rand_big_q[2]) begin
                out_r = 4'hF;
                out_g = 4'hA;
                out_b = 4'h0;
            end else begin
                out_r = 4'hD;
                out_g = 4'h4;
                out_b = 4'h0;
            end
        end else begin
            out_r = cam_r;
            out_g = (cam_g * 3) >>> 2;
            out_b = (cam_b * 3) >>> 2;
        end
    end
endmodule
--- run.sh ---
#!/bin/bash
# OpenROAD 26Q1-2900-gdf79404cd8, Yosys 0.63+post, stock flow scripts
make -C /OpenROAD-flow-scripts/flow DESIGN_CONFIG=/design/flow/config.mk WORK_HOME=/design/flow/orfs finish
--- config.mk ---
export PLATFORM = sky130hd
export DESIGN_NAME = cam_maple_filter
export DESIGN_NICKNAME = cam_maple_filter
export VERILOG_FILES = /design/flow/design.v
export SDC_FILE = /design/flow/constraint.sdc
export NUM_CORES = 4
export LEC_CHECK = 1
export CORE_AREA = 10 10 108 108
export DIE_AREA = 0 0 118 118
export SYNTH_HDL_FRONTEND = slang
--- constraint.sdc ---
current_design cam_maple_filter

set clk_period 9.6
set clk_io_pct 0.2

create_clock -name clk0 -period $clk_period [get_ports {clk}]

set non_clock_inputs [all_inputs -no_clocks]
set_input_delay [expr $clk_period * $clk_io_pct] -clock clk0 $non_clock_inputs
set_output_delay [expr $clk_period * $clk_io_pct] -clock clk0 [all_outputs]
==> notes.org <==
#+TITLE: Physical design notes

** Synthesis
- The main area contributors are sky130_fd_sc_hd__nor2_1, sky130_fd_sc_hd__a21oi_1, sky130_fd_sc_hd__nor3_1, sky130_fd_sc_hd__o21ai_0, sky130_fd_sc_hd__ha_1.
- The share of synthesized area in the top cell type comes to 5.552%.
- In the Yosys stats the netlist draws on 78 distinct library cells.
- The synthesis log from Yosys contains 25 warnings.
- Cells in synth_stat.txt :: 344
- Post-synth top area cell :: sky130_fd_sc_hd__nor2_1
- Summing every instance area after synthesis gives 2231 um2.
- Sequential cells were found to cover 0% of the synthesized design area.
- A synthesized cell averages 6.485 um2.
- Synthesized instance count :: 344
- The stat command in Yosys gives a chip area of 2231 um2.

** Worst setup path
- Start point of the critical path :: x[1]
- End of the critical path :: out_r[3]
- Sort of element at the end of the critical path :: output pin
- Kind of critical path :: in2out
- Startpoint type of the worst setup path :: primary input
- Required time reported for the critical path endpoint :: 7680 ps
- CP Data Arrival Time :: 6300 ps
- The report shows a maximum critical-path fanout of 18.

** Final layout
- Commonest non-fill, non-tap cell in the layout :: sky130_fd_sc_hd__clkdlybuf4s50_1
- Final Non-Filler Cells :: 496
- Logic area :: 1989 um2
- Per the cell usage report, the commonest logic cells after layout are sky130_fd_sc_hd__clkdlybuf4s50_1, sky130_fd_sc_hd__nor2_1, sky130_fd_sc_hd__nand2_1, sky130_fd_sc_hd__a21oi_1, sky130_fd_sc_hd__nor3_1.
- Fillers :: 1013
- In the final layout, the share of cells above drive strength 1 is 5.450%.
- # clk buffers :: 0
- Per the layout area report, the register area comes to 0 um2.
- Post-layout utilization of the core :: 29.04%
- The area growth from synthesis to layout is 20.86%.
- Post-Layout Inst Area :: 2696 um2
- Number of sequential storage elements :: 0

** Floorplanning
- Share of the core filled by cells before placement :: 24.03%
- Per the OpenROAD floorplan log, the height of the die is 118 um.
- Total number of placement rows :: 35
- Per the OpenROAD floorplan log, the area of the die is 13920 um2.
- Area of the core :: 9284 um2
- According to the I/O placement log, the pin count is 48.
- Die Width :: 118 um

** Clock tree
- Number of hold buffers added after CTS :: 0
- Post-CTS repair ended up resizing 0 cells.
- After clock tree synthesis, the setup repair step added 0 buffers.

** Route
- Diode insertion count for antenna repair :: 0
- Detailed-route iteration 0 reported a violation count of 214.
- Number of nets still failing antenna checks after routing :: 0
- Total length of routed wires :: 7307 um
- Per the detail_route report, DRC violations left total 0.
- For this sky-water flow run, the detailed-routed wirelength per cell is reported as 14.73 um.
- Detailed-router iteration count before antenna repair :: 5
- Overall via count from detail_route :: 2752
- After detailed routing, the number of vias per cell comes to 5.548.

** Final timing
- Setup repair after global routing left no endpoint under its margin.
- Looking at the max-slew report, the worst-margin pin has a slew of 813.8 ps.
- Final hold violation count :: 0
- Final critical-path required period :: 8215 ps
- The final timing summary puts the cycle share of the worst path at 85.57%.
- The final max-slew violation count recorded for this run is 0.
- Aggregate negative setup slack :: 0 ps
- Checking max transition, the worst relative margin is 45.64%.
- Peak clock frequency supported by timing :: 121.7 MHz
- In the final report, the number of endpoints failing setup comes to 0.

** GRT
- The initial antenna violation count was 0.
- Number of global-route vias before repair :: 2499
- Entering global routing, the biggest net connects 29 pins.
- The first global-routing pass estimated 12400 um of wire.
- The total overflow left after global routing is 0.
- The global routing report lists combined usage of all routing layers as 9.995%.

** Place
- Per the detailed placement report, the placed cell area equals 2696 um2.
- Number of buffers inserted by port buffering :: 43
- Final weighted congestion in routability-driven placement :: 0.9464
- Placed Instances :: 496
- DP Wirelength :: 5852 um

** Hold path
- Counting instances, the worst hold path has a depth of 4.
- Tightest Hold Check Type :: in2out

** Pwr
- The script computed a power per unit cell area of 45.06 nW/um2.
- Peak supply drop :: 0.01308 mV
- Leakage :: 0.0009617 uW

** Flow run
- Maximum Capacitance Violations :: 0
- OpenROAD emitted warnings numbering 34.

** Status
- The flow ran to the end, and the final reports show no timing, DRC or antenna violations.
power by group:
group / internal (uW) / leakage, uW / switching [uW] / total, uW
Combinational: 52.1 / 0.000962 / 69.4 / 122
Sequential: 0 / 0 / 0 / 0
Clock: 0 / 0 / 0 / 0
kinds of logic after synthesis:
family,share of synthesized area (%)
AND/OR/NAND/NOR,33.48
adder cells (fa/ha/maj),6.282
multiplexers,0.4487
buffers and inverters,10.82
AND-OR/OR-AND,43.86
XOR/XNOR,5.104
per-layer routing:
| metal | share of wire (%) | track usage (%) | up-vias |
|---|---|---|---|
| met5 | 0 | 0 | - |
| met4 | 1.3 | 1.314 | 0 |
| met3 | 4.1 | 0.4861 | 9 |
| met2 | 46 | 15.91 | 97 |
| met1 | 49 | 14.79 | 1268 |
| li1 | - | - | 1378 |
how the worst min path moves through the flow:
stage,endpoint,startpoint,slack (ps)
CTS,out_r[0],cam_r[0],4770
global route,out_r[1],cam_r[1],4790
finish,out_r[0],cam_r[0],4760
critical path: stages:
cell and delay [ps]:
sky130_fd_sc_hd__clkdlybuf4s50_1 650, sky130_fd_sc_hd__ha_1 460, sky130_fd_sc_hd__buf_4 250, sky130_fd_sc_hd__or3_1 430, sky130_fd_sc_hd__o2111a_1 210, sky130_fd_sc_hd__o21ai_0 460, sky130_fd_sc_hd__a21oi_1 130, sky130_fd_sc_hd__a211oi_1 580
sky130_fd_sc_hd__a311o_1 370, sky130_fd_sc_hd__nand3_4 150, sky130_fd_sc_hd__o22ai_1 160, sky130_fd_sc_hd__clkdlybuf4s50_1 510
synth_stat cells, types with 4 or more instances:
cell,n
sky130_fd_sc_hd__nor2_1,33
sky130_fd_sc_hd__a21oi_1,24
sky130_fd_sc_hd__nand2_1,24
sky130_fd_sc_hd__nor3_1,22
sky130_fd_sc_hd__inv_1,21
sky130_fd_sc_hd__o21ai_0,21
sky130_fd_sc_hd__nand3_1,12
sky130_fd_sc_hd__o22ai_1,12
sky130_fd_sc_hd__xor2_1,9
sky130_fd_sc_hd__a31oi_1,8
sky130_fd_sc_hd__buf_2,8
sky130_fd_sc_hd__ha_1,8
sky130_fd_sc_hd__buf_4,7
sky130_fd_sc_hd__a211oi_1,6
sky130_fd_sc_hd__nand2b_1,6
sky130_fd_sc_hd__or3_1,6
sky130_fd_sc_hd__clkbuf_1,5
sky130_fd_sc_hd__nor4_1,5
sky130_fd_sc_hd__o2111ai_1,5
sky130_fd_sc_hd__o211ai_1,5
sky130_fd_sc_hd__buf_6,4
sky130_fd_sc_hd__xnor2_1,4
through the flow:
| step | setup slack [ps] | hold slack (ps) | total power (uW) |
|---|---|---|---|
| 2_1_floorplan | 3380 | 3901 | 80.27 |
| 4_1_cts | 1472 | 4768 | 120.5 |
| 6_report | 1385 | 4758 | 121.5 |
| 5_1_grt | 1117 | 4786 | 135.2 |
| 3_3_place_gp | 1472 | 4761 | 119.6 |
| 3_5_place_dp | 1464 | 4767 | 119.8 |
cell type report:
type | instances | share of cell area, %
inverter | 22 | 3.155
tap | 129 | 5.986
timing repair buffer | 47 | 17.08
multi-input combinational | 298 | 73.78
Power figures rest on the tool's default switching activity, not on a simulated workload.
