`flow/run.sh`:
```
#!/bin/bash
# OpenROAD 26Q1-2900-gdf79404cd8, Yosys 0.63+post, stock flow scripts
make -C /OpenROAD-flow-scripts/flow DESIGN_CONFIG=/design/flow/config.mk WORK_HOME=/design/flow/orfs finish
```
`flow/config.mk`:
```
export PLATFORM = sky130hd
export DESIGN_NAME = i2c_top
export DESIGN_NICKNAME = i2c_top
export VERILOG_FILES = /design/flow/design.v
export SDC_FILE = /design/flow/constraint.sdc
export NUM_CORES = 4
export LEC_CHECK = 1
export CORE_UTILIZATION = 40
```
`flow/constraint.sdc`:
```
current_design i2c_top

set clk_period 6.1
set clk_io_pct 0.2

create_clock -name clk0 -period $clk_period [get_ports {clk}]

set non_clock_inputs [all_inputs -no_clocks]
set_input_delay [expr $clk_period * $clk_io_pct] -clock clk0 $non_clock_inputs
set_output_delay [expr $clk_period * $clk_io_pct] -clock clk0 [all_outputs]
```
`flow/design.v`:
```
`timescale 1ns / 1ps
module I2C_MASTER(
    input  logic                      clk,
    input  logic                      reset,
    input  logic                      I2C_En,
    input  logic [               6:0] addr,
    input  logic                      CR_RW,
    input  logic [               7:0] tx_data,
    output logic                      tx_done,
    output logic                      tx_ready,
    output logic [               7:0] rx_data,
    output logic                      rx_done,
    input  logic                      I2C_start,
    input  logic                      I2C_stop,
    input  logic [1:0] length,
    output logic                      SCL,
    inout  logic                      SDA
);
    logic [7:0] tx_data_reg, tx_data_next;
    logic [7:0] rx_data_reg, rx_data_next;
    logic tx_done_next, tx_done_reg;
    logic rx_done_next, rx_done_reg;
    logic [1:0] length_next, length_reg;
    logic SDA_EN;
    logic O_SDA;
    logic SCL_REG, SCL_NEXT;
    logic addr_sig_reg, addr_sig_next;
    logic ACK_LOW_REG, ACK_LOW_NEXT;
    logic [$clog2(500)-1:0] clk_counter_reg, clk_counter_next;
    logic [$clog2(4)-1:0] data_cnt_reg, data_cnt_next;
    logic [$clog2(7)-1:0] bit_counter_reg, bit_counter_next;
    assign tx_done = tx_done_reg;
    assign rx_done = rx_done_reg;
    assign rx_data = rx_data_reg;
    assign SCL = SCL_REG;
    typedef enum logic [3:0] {
        ST_IDLE,
        ST_START1,
        ST_START2,
        ST_WRITE,
        ST_READ,   
        ST_ACK,
        ST_WRITE_ACK,
        ST_READ_ACK,   
        ST_HOLD,
        ST_HOLD2,
        ST_STOP1,
        ST_STOP2
    } i2c_state_t;
    i2c_state_t state, next_state;
    assign SDA = (SDA_EN) ? O_SDA : 1'bz;
    always_ff @(posedge clk, posedge reset) begin
        if (reset) begin
            state           <= ST_IDLE;
            tx_data_reg     <= 8'h00;
            rx_data_reg     <= 8'h00;
            clk_counter_reg <= 0;
            bit_counter_reg <= 0;
            data_cnt_reg    <= 0;
            tx_done_reg     <= 0;
            rx_done_reg     <= 0;
            SCL_REG         <= 1;
            addr_sig_reg    <= 1;
            ACK_LOW_REG     <= 0;
            length_reg      <= 0;
        end else begin
            state           <= next_state;
            tx_data_reg     <= tx_data_next;
            rx_data_reg     <= rx_data_next;
            clk_counter_reg <= clk_counter_next;
            bit_counter_reg <= bit_counter_next;
            data_cnt_reg    <= data_cnt_next;
            tx_done_reg     <= tx_done_next;
            rx_done_reg     <= rx_done_next;
            SCL_REG         <= SCL_NEXT;
            addr_sig_reg    <= addr_sig_next;
            ACK_LOW_REG     <= ACK_LOW_NEXT;
            length_reg      <= length_next;
        end
    end
    always_comb begin
        next_state       = state;
        O_SDA            = 1'b1;
        SCL_NEXT         = SCL_REG;
        tx_data_next     = tx_data_reg;
        rx_data_next     = rx_data_reg;
        clk_counter_next = clk_counter_reg;
        bit_counter_next = bit_counter_reg;
        data_cnt_next    = data_cnt_reg;
        tx_done_next     = 1'b0;
        SDA_EN           = 1'b1;
        tx_ready         = 1'b0;
        rx_done_next     = 1'b0;
        addr_sig_next    = addr_sig_reg;
        ACK_LOW_NEXT     = ACK_LOW_REG;
        length_next      = length_reg;
        case (state)
            ST_IDLE: begin
                O_SDA    = 1'b1;
                SCL_NEXT = 1'b1;
                tx_ready = 1'b1;
                if (I2C_En) begin
                    next_state    = ST_START1;
                    addr_sig_next = 1'b1;
                    length_next   = length;
                    tx_data_next  = {addr, CR_RW};
                end
            end
            ST_HOLD2: begin
                next_state   = ST_WRITE;
                tx_data_next = tx_data;
            end
            ST_HOLD: begin
                if (!I2C_start && I2C_stop) begin
                    SCL_NEXT   = 1;
                    next_state = ST_STOP1;
                end
                if (I2C_start && !I2C_stop) begin
                    SCL_NEXT      = 1;
                    addr_sig_next = 1'b1;
                    length_next   = length;
                    tx_data_next  = {addr, CR_RW};
                    next_state    = ST_START1;
                end
            end
            ST_START1: begin
                O_SDA = 0;
                if (clk_counter_reg == 499) begin
                    clk_counter_next = 0;
                    SCL_NEXT = 0;
                    next_state = ST_START2;
                end else begin
                    clk_counter_next = clk_counter_reg + 1;
                end
            end
            ST_START2: begin
                O_SDA = 0;
                if (clk_counter_reg == 499) begin
                    clk_counter_next = 0;
                    SCL_NEXT         = 0;
                    next_state       = ST_WRITE;
                end else begin
                    clk_counter_next = clk_counter_reg + 1;
                end
            end
            ST_WRITE: begin
                O_SDA = tx_data_reg[7];
                if ((bit_counter_reg == 7) && (data_cnt_reg == 3)) begin
                    SDA_EN = 1'b0;
                end
                if (clk_counter_reg == 249) begin
                    SCL_NEXT = (data_cnt_reg == 0 || data_cnt_reg == 2) ? ~SCL_NEXT : SCL_NEXT;
                    clk_counter_next = 0;
                    if (data_cnt_reg == 3) begin
                        data_cnt_next = 0;
                        tx_data_next  = {tx_data_reg[6:0], 1'b0};
                        if (bit_counter_reg == 7) begin
                            bit_counter_next = 0;
                            SCL_NEXT = 0;
                            next_state = (addr_sig_reg) ? ST_ACK : ST_WRITE_ACK;
                        end else begin
                            bit_counter_next = bit_counter_reg + 1;
                        end
                    end else begin
                        data_cnt_next = data_cnt_reg + 1;
                    end
                end else begin
                    clk_counter_next = clk_counter_reg + 1;
                end
            end
            ST_READ: begin
                O_SDA = 0;
                if ((bit_counter_reg == 7) && (data_cnt_reg == 3)) begin
                    SDA_EN = 1'b1;
                end else begin
                    SDA_EN = 1'b0;
                end
                if (clk_counter_reg == 249) begin
                    SCL_NEXT = (data_cnt_reg == 0 || data_cnt_reg == 2) ? ~SCL_NEXT : SCL_NEXT;
                    clk_counter_next = 0;
                    if (data_cnt_reg == 1) begin
                        rx_data_next = {rx_data_reg[6:0], SDA};
                    end
                    if (data_cnt_reg == 3) begin
                        data_cnt_next = 0;
                        if (bit_counter_reg == 7) begin
                            bit_counter_next = 0;
                            SCL_NEXT         = 0;
                            next_state       = ST_READ_ACK;
                        end else begin
                            bit_counter_next = bit_counter_reg + 1;
                        end
                    end else begin
                        data_cnt_next = data_cnt_reg + 1;
                    end
                end else begin
                    clk_counter_next = clk_counter_reg + 1;
                end
            end
            ST_ACK: begin
                SDA_EN = 1'b0;
                if (clk_counter_reg == 249) begin
                    SCL_NEXT = (data_cnt_reg == 0 || data_cnt_reg == 2) ? ~SCL_NEXT : SCL_NEXT;
                    clk_counter_next = 0;
                    if (data_cnt_reg == 3) begin
                        data_cnt_next = 0;
                        tx_done_next  = 1;
                        if (!ACK_LOW_REG) begin
                            next_state    = (length_reg == 0) ? ST_STOP1 : (CR_RW == 1) ? ST_READ : ST_HOLD2;
                            SCL_NEXT      = (length_reg == 0) ? 1 : 0;   
                            addr_sig_next = 1'b0;
                            length_next   = length_reg - 1;
                        end else begin
                            SCL_NEXT   = 1;
                            next_state = ST_STOP1;
                        end
                    end else begin
                        data_cnt_next = data_cnt_reg + 1;
                    end
                    if (data_cnt_reg == 1) ACK_LOW_NEXT = SDA;
                end else begin
                    clk_counter_next = clk_counter_reg + 1;
                end
            end
            ST_WRITE_ACK: begin
                SDA_EN = 1'b0;
                O_SDA  = 1'b1;
                if (clk_counter_reg == 249) begin
                    SCL_NEXT = (data_cnt_reg == 0 || data_cnt_reg == 2) ? ~SCL_NEXT : SCL_NEXT;
                    clk_counter_next = 0;
                    if (data_cnt_reg == 3) begin
                        data_cnt_next = 0;
                        tx_done_next  = 1;
                        if (!ACK_LOW_REG) begin
                            if (length_reg == 0) begin
                                SCL_NEXT   = 1;
                                next_state = ST_HOLD;
                            end else begin
                                tx_data_next = tx_data;
                                SCL_NEXT     = 0;
                                next_state   = ST_HOLD2;
                                length_next  = length_reg - 1;
                            end
                        end else begin
                            SCL_NEXT   = 1;
                            next_state = ST_STOP1;
                        end
                    end else begin
                        data_cnt_next = data_cnt_reg + 1;
                    end
                    if (data_cnt_reg == 1) ACK_LOW_NEXT = SDA;
                end else begin
                    clk_counter_next = clk_counter_reg + 1;
                end
            end
            ST_READ_ACK: begin
                SDA_EN = 1'b1;
                O_SDA  = (length_reg == 0) ? 1'b1 : 1'b0;   
                if (clk_counter_reg == 249) begin
                    SCL_NEXT = (data_cnt_reg == 0 || data_cnt_reg == 2) ? ~SCL_NEXT : SCL_NEXT;
                    clk_counter_next = 0;
                    if (data_cnt_reg == 3) begin
                        data_cnt_next = 0;
                        rx_done_next  = 1;
                        if (length_reg == 0) begin
                            next_state = ST_HOLD;
                        end else begin
                            SCL_NEXT    = 0;
                            next_state  = ST_READ;
                            length_next = length_reg - 1;
                        end
                    end else begin
                        data_cnt_next = data_cnt_reg + 1;
                    end
                end else begin
                    clk_counter_next = clk_counter_reg + 1;
                end
            end
            ST_STOP1: begin
                O_SDA = 0;
                if (clk_counter_reg == 499) begin
                    clk_counter_next = 0;
                    next_state = ST_STOP2;
                    SCL_NEXT = 1;
                end else begin
                    clk_counter_next = clk_counter_reg + 1;
                end
            end
            ST_STOP2: begin
                O_SDA = 1;
                if (clk_counter_reg == 499) begin
                    clk_counter_next = 0;
                    next_state = ST_IDLE;
                    SCL_NEXT = 1'b1;
                end else begin
                    clk_counter_next = clk_counter_reg + 1;
                end
            end
        endcase
    end
endmodule
`timescale 1ns / 1ps
module OV7670_ROM (
    input  logic [6:0] addr,
    output logic [15:0] data
);
    logic [15:0] mem[0:100];
    initial begin
        mem[0]   = 16'h12_80;  
        mem[1]   = 16'hFF_F0;  
        mem[2]   = 16'h12_14;  
        mem[3]   = 16'h11_80;  
        mem[4]   = 16'h0C_04;  
        mem[5]   = 16'h3E_19;  
        mem[6]   = 16'h04_00;  
        mem[7]   = 16'h40_d0;  
        mem[8]   = 16'h3a_04;  
        mem[9]   = 16'h14_18;  
        mem[10]  = 16'h4F_B3;  
        mem[11]  = 16'h50_B3;  
        mem[12]  = 16'h51_00;  
        mem[13]  = 16'h52_3d;  
        mem[14]  = 16'h53_A7;  
        mem[15]  = 16'h54_E4;  
        mem[16]  = 16'h58_9E;  
        mem[17]  = 16'h3D_C0;  
        mem[18]  = 16'h17_15;  
        mem[19]  = 16'h18_03;  
        mem[20]  = 16'h32_00;  
        mem[21]  = 16'h19_03;  
        mem[22]  = 16'h1A_7B;  
        mem[23]  = 16'h03_00;  
        mem[24]  = 16'h0F_41;  
        mem[25]  = 16'h1E_00;  
        mem[26]  = 16'h33_0B;  
        mem[27]  = 16'h3C_78;  
        mem[28]  = 16'h69_00;  
        mem[29]  = 16'h74_00;  
        mem[30]  = 16'hB0_84;  
        mem[31]  = 16'hB1_0c;  
        mem[32]  = 16'hB2_0e;  
        mem[33]  = 16'hB3_80;  
        mem[34]  = 16'h70_3a;  
        mem[35]  = 16'h71_35;  
        mem[36]  = 16'h72_11;  
        mem[37]  = 16'h73_f1;  
        mem[38]  = 16'ha2_02;  
        mem[39]  = 16'h7a_20;  
        mem[40]  = 16'h7b_10;  
        mem[41]  = 16'h7c_1e;  
        mem[42]  = 16'h7d_35;  
        mem[43]  = 16'h7e_5a;  
        mem[44]  = 16'h7f_69;  
        mem[45]  = 16'h80_76;  
        mem[46]  = 16'h81_80;  
        mem[47]  = 16'h82_88;  
        mem[48]  = 16'h83_8f;  
        mem[49]  = 16'h84_96;  
        mem[50]  = 16'h85_a3;  
        mem[51]  = 16'h86_af;  
        mem[52]  = 16'h87_c4;  
        mem[53]  = 16'h88_d7;  
        mem[54]  = 16'h89_e8;  
        mem[55]  = 16'h13_e0;  
        mem[56]  = 16'h00_00;  
        mem[57]  = 16'h10_00;  
        mem[58]  = 16'h0d_40;  
        mem[59]  = 16'h14_18;  
        mem[60]  = 16'ha5_05;  
        mem[61]  = 16'hab_07;  
        mem[62]  = 16'h24_95;  
        mem[63]  = 16'h25_33;  
        mem[64]  = 16'h26_e3;  
        mem[65]  = 16'h9f_78;  
        mem[66]  = 16'ha0_68;  
        mem[67]  = 16'ha1_03;  
        mem[68]  = 16'ha6_d8;  
        mem[69]  = 16'ha7_d8;  
        mem[70]  = 16'ha8_f0;  
        mem[71]  = 16'ha9_90;  
        mem[72]  = 16'haa_94;  
        mem[73]  = 16'h13_e7;  
        mem[74]  = 16'h69_07;  
    end
    assign data = mem[addr];
endmodule
`timescale 1ns / 1ps
module i2c_controller (
    input  logic        clk,
    input  logic        reset,
    input  logic [15:0] data,
    output logic [ 6:0] addr,
    input  logic        i2c_done,
    output logic [ 7:0] i2c_data,
    output logic        i2c_start,
    output logic        init_done
);
    typedef enum {
        IDLE,
        WAIT,
        LOAD,
        START,
        REG_BYTE,
        DATA_BYTE,
        DELAY,
        DONE
    } state_e;
    state_e state, state_next;
    logic [$clog2(20_000_000)-1:0] counter_reg, counter_next;
    logic [6:0] addr_reg, addr_next;
    logic [7:0] i2c_data_reg, i2c_data_next;
    assign addr     = addr_reg;
    assign i2c_data = i2c_data_reg;
    always_ff @(posedge clk, posedge reset) begin
        if (reset) begin
            state        <= IDLE;
            counter_reg  <= 0;
            addr_reg     <= 0;
            i2c_data_reg <= 0;
        end else begin
            state        <= state_next;
            counter_reg  <= counter_next;
            addr_reg     <= addr_next;
            i2c_data_reg <= i2c_data_next;
        end
    end
    always_comb begin
        state_next    = state;
        counter_next  = counter_reg;
        addr_next     = addr_reg;
        i2c_data_next = i2c_data_reg;
        init_done     = 0;
        i2c_start     = 0;
        case (state)
            IDLE: begin
                counter_next = 0;
                addr_next    = 0;
                state_next   = WAIT;
            end
            WAIT: begin
                if (counter_reg == 20_000_000 - 1) begin   
                    state_next   = START;
                    counter_next = 0;
                end else begin
                    counter_next = counter_reg + 1;
                end
            end
            START: begin
                i2c_start     = 1'b1;
                i2c_data_next = data[15:8];
                if (i2c_done) begin
                    i2c_data_next = data[7:0];
                    state_next    = REG_BYTE;
                end
            end
            REG_BYTE: begin
                i2c_start = 1'b0;
                if (i2c_done) begin
                    state_next = DATA_BYTE;
                end
            end
            DATA_BYTE: begin
                if (i2c_done) begin
                    addr_next  = addr_reg + 1;
                    state_next = DELAY;
                end
            end
            DELAY: begin
                if (counter_reg == 100_000 - 1) begin   
                    counter_next = 0;
                    if (addr_reg < 75) begin
                        state_next = START;
                    end else begin
                        state_next = DONE;
                    end
                end else begin
                    counter_next = counter_reg + 1;
                end
            end
            DONE: begin
                init_done = 1;
            end
        endcase
    end
endmodule
`timescale 1ns / 1ps
module i2c_top (
    input  logic clk,
    input  logic reset,
    output logic SCL,
    inout  wire  SDA
);
    logic [15:0] rom_data;
    logic [ 7:0] i2c_tx_data;
    logic [ 6:0] rom_addr;
    logic i2c_tx_done, i2c_start, init_start;
    I2C_MASTER U_I2C_Master (
        .clk      (clk),
        .reset    (reset),
        .I2C_En   (i2c_start),
        .addr     (7'b0100001),
        .CR_RW    (1'b0),
        .tx_data  (i2c_tx_data),
        .tx_done  (i2c_tx_done),
        .tx_ready (),
        .rx_data  (),
        .rx_done  (),
        .I2C_start(1'b0),
        .I2C_stop (1'b1),
        .length   (2'b10),
        .SCL      (SCL),
        .SDA      (SDA)
    );
    i2c_controller U_I2C_Controller (
        .clk      (clk),
        .reset    (reset),
        .addr     (rom_addr),
        .data     (rom_data),
        .i2c_done (i2c_tx_done),
        .i2c_data (i2c_tx_data),
        .i2c_start(i2c_start),
        .init_done()
    );
    OV7670_ROM U_V7670_ROM (
        .addr(rom_addr),
        .data(rom_data)
    );
endmodule
```
==> reports/results.txt <==
Largest logic family: AND-OR/OR-AND gates
DP Area: 6330 µm²
Cts repair resizes: 0
Area leader share: 0.3289
Mux frac, synth: 0.03649
Die height: 126.9 µm
Syn. warnings: 4
# Cells Yosys: 755
Synth Cell Area: 6240 µm²
Synthesis area per yosys: 6240 µm²
Total clock sinks: 86
Post-synth top area cell: dfrtp_1
Seq share, synth: 0.3457
Main synth FF type: dfrtp_1
DP HPWL: 11,550 µm
Worst slack, placed: 2.919 ns
Failing step: 4_1_cts
I/O pin count: 4
Post-synth EDFFs: 0
TritonCTS Buffers: 9
Setup Buffers After CTS: 0
Syn Inst Count: 755
CTS Root Cell: clkbuf_16
Row count: 45
Routability congestion estimate: 1.002
Area fraction in compound gates: 0.2677
Post-synthesis area per instance: 8.265 µm²
Top cells, area: dfrtp_1 33%, nand2_1 5.5%, ha_1 5.4%
FP Util: 0.4105
Count leader, synth: nand2_1
Status: did not finish
Yosys xor share: 0.02527
Post-synth top cells: 91 x nand2_1, 82 x dfrtp_1, 62 x a21oi_1
Number of port buffers: 2
Tool error: [error] [KeplerFormal.cpp:679] Workflow failed: Iso has multiple drivers: .SDA0, _0742_.Y0
Synth Area in Adders: 0.05414
H-tree depth: 3
Yosys reg bits: 86
Unique cell types: 73
Width of the chip: 126.9 µm
CTS Hold Bufs: 0
Async S/R FF share, synth: 1.000
CTS max path bufs: 2
Yosys simple share: 0.2156
==> through the flow <==
step,cells,utilization,hold slack (ns)
3_5_place_dp,897,0.4164,0.4575
3_3_place_gp,897,0.4164,0.4531
2_1_floorplan,755,-,0.4399
==> kinds of logic after synthesis <==
group / after synthesis
adder cells (fa/ha/maj): 27
AND-OR/OR-AND: 248
buffers and inverters: 87
multiplexers: 16
XOR/XNOR: 18
other: 1
flip-flops: 86
AND/OR/NAND/NOR: 272
